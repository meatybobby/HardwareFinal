File: design/flow/config.mk
export PLATFORM = sky130hd
export DESIGN_NAME = seven_seg
export DESIGN_NICKNAME = seven_seg
export VERILOG_FILES = /design/flow/design.v
export SDC_FILE = /design/flow/constraint.sdc
export NUM_CORES = 4
export LEC_CHECK = 1
export CORE_AREA = 10 10 70 70
export DIE_AREA = 0 0 80 80
File: design/flow/constraint.sdc
current_design seven_seg

set clk_period 2.8
set clk_io_pct 0.2

create_clock -name clk0 -period $clk_period [get_ports {clk}]

set non_clock_inputs [all_inputs -no_clocks]
set_input_delay [expr $clk_period * $clk_io_pct] -clock clk0 $non_clock_inputs
set_output_delay [expr $clk_period * $clk_io_pct] -clock clk0 [all_outputs]
File: design/flow/design.v
`timescale 1ns / 1ps
module seven_seg(clk, DIGIT, DISPLAY, BCD0, BCD1);
input clk;
input [3:0] BCD0, BCD1;
output reg[3:0] DIGIT;
output [7:0] DISPLAY;
reg [3:0] value;
always@(posedge clk)
 begin
	case(DIGIT)
		4'b1110:
		 begin
			value <= BCD0;
			DIGIT <= 4'b1101;
		end
		4'b1101:
		 begin
			value <= BCD1;
			DIGIT <= 4'b1110;
		end
		default
			begin
				DIGIT <= 4'b1110;
			end
	 endcase
 end
assign DISPLAY =  (value==4'd0)?8'b00000011:
					   (value==4'd1)?8'b10011111:
						(value==4'd2)?8'b00100100:
						(value==4'd3)?8'b00001100:
						(value==4'd4)?8'b10011000:
						(value==4'd5)?8'b01001000:
						(value==4'd6)?8'b01000000:
						(value==4'd7)?8'b00011111:
						(value==4'd8)?8'b00000000:
						(value==4'd9)?8'b00001000:
										  8'b11111111;
endmodule
File: design/flow/run.sh
#!/bin/bash
# OpenROAD 26Q1-2900-gdf79404cd8, Yosys 0.63+post, stock flow scripts
make -C /OpenROAD-flow-scripts/flow DESIGN_CONFIG=/design/flow/config.mk WORK_HOME=/design/flow/orfs finish
==> notes.md <==
flow finished, numbers: initial drt markers 6, TritonCTS clock tree done, antenna viol nets, final 0, # DRC 0, Critical Path End Type primary output, Dominant cell area share 0.273, Clock Sink Count 6, worst-path maximum fanout 11, Final HPWL DP 827 µm, post-layout period usage of the worst path 0.877, # H-tree levels 1, CTS buffer count 3, tally of filler cells in the layout 383, Setup WS pre-CTS 0.587 ns, WP data required 2.24 ns, vias per cell 3.36, Setup Total Neg Slack 0 ns, main area contributors edfxtp_1, mux2_2, dfxtp_1, largest net degree at the start of global routing 15, final hold vios 0, wirelength, routed 991 µm, Clock Path Buffers 2, WHS 0.556 ns, vias in the first global route 363, RSZ-0062 raised after global routing no, Top cells excl fill/tap clkdlybuf4s50_1, inv_1, mux2_2, edfxtp_1, row count 21, FP Util 0.129, Final Setup Violations 0, post-synthesis cell area 440 µm², Crit. Startpoint value[1], Flops after synth 6, final RePlAce weighted congestion 0.697, global-route wire length before repair 1520 µm, Reg clk slew, reported paths 0.04 ns, diodes inserted 0, postcts setup bufs 0, pwr dens 282 nW/µm², run status finished clean, leakage 0.237 nW, CP Launch Type flip-flop, hold-fix buffers at CTS 0, Final Skew 0.00118 ns, Synth area leader edfxtp_1, Syn-to-layout area delta 48.9%, CP Cell Sequence or4b_4 > nand4_1 > clkdlybuf4s50_1, Commonest Layout Cell clkdlybuf4s50_1, fin crit period 2.46 ns, peak supply drop 0.151 mV, layout cell share with drive strength beyond 1 0.164, # Cells Yosys 46, Fmax 407 MHz, routed len/inst 9.26 µm, clk ins delay skew pair 0.24 ns, Core ar. 3420 µm², via count 360, fin cells 107, slowest CP cell or4b_4, Critical Path Max Stage Delay 0.58 ns, GRT overflow 0, worst path arrival time 1.90 ns, worst r2r src DIGIT[0], initial antenna violation count 0, post-synthesis sequential area ratio 0.364, synth warn 1, Cell Type Count 25, hold crit path type flip-flop to flip-flop, dpl cells 104, Global Route Usage Sum 0.0286, WS Path Type flip-flop to primary output, final setup margin 0.343 ns, Gate Count Post-Synth 46, Max Cap Viol 0, Yosys Chip Area 440 µm², Max Slew Vio Count 0, post-cts resize count 0, IO Count 21, Avg Cell Area, Syn 9.57 µm², tool warning count 26, Port Buffer Count 18, die height 80 µm, Pre-antenna DRT Iters 4, hold_sp DIGIT[1], Clock Tree Root clkbuf_4, die area 6400 µm², die width 80 µm
area by class of cell:
type | count | area [µm²] | area share
tap | 46 | 57.6 | 0.0878
multi-input combinational | 27 | 209 | 0.319
timing repair buffer | 18 | 180 | 0.275
clock buffer | 3 | 22.5 | 0.0344
sequential | 6 | 160 | 0.244
inverter | 7 | 26.3 | 0.0401
critical path, delay by kind of cell, from the launching register on:
kind                   cells  cell delay (ns)
flip-flops                 1             0.51
AND/OR/NAND/NOR            2             0.68
buffers and inverters      1             0.47
synth_stat cells (all sizes together):
master	n
inv	7
nand3	2
o221ai	1
buf	6
o22a	1
nand2	1
a21oi	2
or3b	1
a21boi	1
clkbuf	1
conb	1
ha	2
edfxtp	4
o211ai	1
o21ai	3
o21ba	1
or3	1
or4b	1
o2bb2a	1
nand4	1
nor2	1
mux2	4
dfxtp	2
per-layer routing:
metal,track usage,up-vias,wire length (µm)
met3,0.0102,0,61
met4,0.00528,0,0
met2,0.0522,13,516
met1,0.0311,158,413
met5,0,-,0
li1,-,189,-
flip-flops by register name (all words and copies together) (netlist names):
register,flops
DIGIT,2
value,4
per-stage QoR:
step / utilization / total power (W) / cell area, µm²
after floorplan: - / 0.000101 / 444
after global placement: 0.185 / 0.000110 / 633
after detailed placement: 0.185 / 0.000110 / 633
after CTS: 0.192 / 0.000190 / 656
after global routing: 0.192 / 0.000193 / 656
final: 0.192 / 0.000185 / 656
report_power, final:
| part | internal, W | total [W] | switching [W] |
|---|---|---|---|
| clock network | 0.0000483 | 0.0000764 | 0.0000281 |
| registers | 0.0000947 | 0.0000947 | 0 |
| logic | 0.0000117 | 0.0000138 | 0.00000213 |
cell families (layout without fill, tap and decap cells):
family,after synthesis,after routing,share of synthesized area
AOI/OAI and AO/OA,11,11,0.179
buffers and inverters,14,28,0.170
other,1,2,0.00851
muxes,4,4,0.102
adders and majority gates,2,2,0.0568
and+or+nand+nor,8,8,0.119
DFF,6,6,0.364
worst paths after layout:
| kind | endpoint | slack (ns) | cells after the start |
|---|---|---|---|
| worst min register to register | DIGIT[0] | 0.56 | 1 |
| worst max-delay path | DISPLAY[4] | 0.34 | 3 |
| worst max register to register | value[0] | 1.58 | 2 |
| worst min-delay path | DIGIT[0] | 0.56 | 1 |
Power figures rest on the tool's default switching activity, not on a simulated workload.
